==> ./constraint.sdc <==
current_design ALU_32

set clk_period 10.0
set clk_io_pct 0.2

create_clock -name clk0 -period $clk_period

set non_clock_inputs [all_inputs -no_clocks]
set_input_delay [expr $clk_period * $clk_io_pct] -clock clk0 $non_clock_inputs
set_output_delay [expr $clk_period * $clk_io_pct] -clock clk0 [all_outputs]
==> ./run.sh <==
#!/bin/bash
# OpenROAD 26Q1-2900-gdf79404cd8, Yosys 0.63+post, stock flow scripts
make -C /OpenROAD-flow-scripts/flow DESIGN_CONFIG=/design/flow/config.mk WORK_HOME=/design/flow/orfs finish
==> ./config.mk <==
export PLATFORM = sky130hd
export DESIGN_NAME = ALU_32
export DESIGN_NICKNAME = ALU_32
export VERILOG_FILES = /design/flow/design.v
export SDC_FILE = /design/flow/constraint.sdc
export NUM_CORES = 4
export LEC_CHECK = 1
export CORE_UTILIZATION = 50
==> ./design.v <==
`timescale 1ns/ 1ns
 module ALU(a, b, cin, cout,sel,out);
    input a, b,cin ;
	input[5:0] sel;
    output cout , out;
    wire   andout, orout, sumout, inv, bb; 
	assign inv = (sel[1] == 1'b1) ?  1'b1 : 1'b0 ;  
	xor( bb, b, inv );  
	and(andout,a,b);
	or(orout,a,b);
	FA fifa(.a(a), .b(bb), .c(cin), .cout(cout), .sum(sumout));
	assign out =	( sel==6'b100100 ) ? andout :  
					( sel==6'b100101 ) ? orout :   
					( sel==6'b100010 ) ? sumout :  
                    ( sel==6'b100000 ) ? sumout :  
                        1'b0;
endmodule
`timescale 1ns/ 1ns
module ALU_32( a, b, sel, dataout, reset ) ;
input [31:0] a ;
input [31:0] b ;
input [5:0] sel ;
input reset ;
output wire [31:0] dataout ;
wire cin, inv,overflow ;
wire[31:0] cout, out,temp,slt ;
parameter less = 6'd42;
assign inv = (sel[1] == 1'b1) ?  1'b1 : 1'b0 ;
ALU alu0( .a(a[0]), .b(b[0]), .sel(sel), .out(out[0]), .cin(inv), .cout(cout[0]));
ALU alu1( .a(a[1]), .b(b[1]), .sel(sel), .out(out[1]), .cin(cout[0]), .cout(cout[1]));
ALU alu2( .a(a[2]), .b(b[2]), .sel(sel), .out(out[2]), .cin(cout[1]), .cout(cout[2]));
ALU alu3( .a(a[3]), .b(b[3]), .sel(sel), .out(out[3]), .cin(cout[2]), .cout(cout[3]));
ALU alu4( .a(a[4]), .b(b[4]), .sel(sel), .out(out[4]), .cin(cout[3]), .cout(cout[4]));
ALU alu5( .a(a[5]), .b(b[5]), .sel(sel), .out(out[5]), .cin(cout[4]), .cout(cout[5]));
ALU alu6( .a(a[6]), .b(b[6]), .sel(sel), .out(out[6]), .cin(cout[5]), .cout(cout[6]));
ALU alu7( .a(a[7]), .b(b[7]), .sel(sel), .out(out[7]), .cin(cout[6]), .cout(cout[7]));
ALU alu8( .a(a[8]), .b(b[8]), .sel(sel), .out(out[8]), .cin(cout[7]), .cout(cout[8]));
ALU alu9( .a(a[9]), .b(b[9]), .sel(sel), .out(out[9]), .cin(cout[8]), .cout(cout[9]));
ALU alu10( .a(a[10]), .b(b[10]), .sel(sel), .out(out[10]), .cin(cout[9]), .cout(cout[10]));
ALU alu11( .a(a[11]), .b(b[11]), .sel(sel), .out(out[11]), .cin(cout[10]), .cout(cout[11]));
ALU alu12( .a(a[12]), .b(b[12]), .sel(sel), .out(out[12]), .cin(cout[11]), .cout(cout[12]));
ALU alu13( .a(a[13]), .b(b[13]), .sel(sel), .out(out[13]), .cin(cout[12]), .cout(cout[13]));
ALU alu14( .a(a[14]), .b(b[14]), .sel(sel), .out(out[14]), .cin(cout[13]), .cout(cout[14]));
ALU alu15( .a(a[15]), .b(b[15]), .sel(sel), .out(out[15]), .cin(cout[14]), .cout(cout[15]));
ALU alu16( .a(a[16]), .b(b[16]), .sel(sel), .out(out[16]), .cin(cout[15]), .cout(cout[16]));
ALU alu17( .a(a[17]), .b(b[17]), .sel(sel), .out(out[17]), .cin(cout[16]), .cout(cout[17]));
ALU alu18( .a(a[18]), .b(b[18]), .sel(sel), .out(out[18]), .cin(cout[17]), .cout(cout[18]));
ALU alu19( .a(a[19]), .b(b[19]), .sel(sel), .out(out[19]), .cin(cout[18]), .cout(cout[19]));
ALU alu20( .a(a[20]), .b(b[20]), .sel(sel), .out(out[20]), .cin(cout[19]), .cout(cout[20]));
ALU alu21( .a(a[21]), .b(b[21]), .sel(sel), .out(out[21]), .cin(cout[20]), .cout(cout[21]));
ALU alu22( .a(a[22]), .b(b[22]), .sel(sel), .out(out[22]), .cin(cout[21]), .cout(cout[22]));
ALU alu23( .a(a[23]), .b(b[23]), .sel(sel), .out(out[23]), .cin(cout[22]), .cout(cout[23]));
ALU alu24( .a(a[24]), .b(b[24]), .sel(sel), .out(out[24]), .cin(cout[23]), .cout(cout[24]));
ALU alu25( .a(a[25]), .b(b[25]), .sel(sel), .out(out[25]), .cin(cout[24]), .cout(cout[25]));
ALU alu26( .a(a[26]), .b(b[26]), .sel(sel), .out(out[26]), .cin(cout[25]), .cout(cout[26]));
ALU alu27( .a(a[27]), .b(b[27]), .sel(sel), .out(out[27]), .cin(cout[26]), .cout(cout[27]));
ALU alu28( .a(a[28]), .b(b[28]), .sel(sel), .out(out[28]), .cin(cout[27]), .cout(cout[28]));
ALU alu29( .a(a[29]), .b(b[29]), .sel(sel), .out(out[29]), .cin(cout[28]), .cout(cout[29]));
ALU alu30( .a(a[30]), .b(b[30]), .sel(sel), .out(out[30]), .cin(cout[29]), .cout(cout[30]));
ALU alu31( .a(a[31]), .b(b[31]), .sel(sel), .out(out[31]), .cin(cout[30]), .cout(cout[31]));
xor(overflow,cout[30],cout[31]);
assign slt = ( out[31] == 1'b1 ) ? 32'd1 : 32'd0 ;  
assign dataout = ( reset == 1'b1 ) ? 32'd0 :
				( sel==less ) ? slt : out ;
endmodule
`timescale 1ns/1ns
module FA(a, b, c, cout, sum);
    input a, b, c;
    output  cout, sum;
  wire eog, e1, e2, e3 ;
  xor( eog, a, b ) ;
  xor( sum, eog, c ) ;
  or( e1, a, b ) ;  
  and( e2, e1, c ) ;
  and( e3, a, b ) ;  
  or( cout, e2, e3 ) ;
endmodule
==> deck_impl_summary.md <==
Physical Implementation Snapshot

Placement
  – DP Area: 3383 µm²
  – Count of port buffers added during placement: 103
  – Setup WS pre-CTS: -6.607 ns
  – Last weighted congestion value of the routability-driven placer: 0.8487
  – Final HPWL DP: 3.912 mm

Logic synthesis
  – Number of synthesis warnings: 0
  – Dominant cell type by area after synthesis: sky130_fd_sc_hd__fa_1
  – Number of distinct standard cells referenced by the synthesized netlist: 23
  – Post-synthesis instance total: 229
  – Post-Synthesis Mean Instance Area: 9.359 µm²
  – Top post-synthesis cells by area: sky130_fd_sc_hd__fa_1 (28%), sky130_fd_sc_hd__maj3_2 (15%), sky130_fd_sc_hd__nand3_1 (14%), sky130_fd_sc_hd__a21oi_2 (12%), sky130_fd_sc_hd__xor2_1 (11%)
  – Total standard cell area after synthesis: 2143 µm²
  – Yosys cell count: 229
  – Share of the yosys chip area belonging to registers: 0%
  – Top cell type's share of synthesized area: 28.02%
  – Yosys stat chip area: 2143 µm²

Final layout
  – Post-synthesis to final-layout area growth: 55.28%
  – Utilization of the core after routing: 82.02%
  – Flip-flops: 0
  – Filler cells: 283
  – Clock buffer instance count of the final layout: 0
  – Post-route cell area: 3328 µm²
  – Sequential cell area: 0 µm²
  – Layout cell share with drive strength beyond 1: 48.96%

Worst setup path
  – Critical path's most frequent cell: sky130_fd_sc_hd__fa_2
  – Crit path largest cell delay: 0.40 ns
  – Arrival time at the worst endpoint: 13.81 ns
  – Critical path startpoint category: input port
  – Required time of the worst setup path: 8.00 ns
  – Cell with the biggest individual delay on the critical path: sky130_fd_sc_hd__fa_2
  – Setup Crit Path Kind: input port to primary output
  – Top fanout value on the critical path: 2
  – Capturing element type of the critical path: primary output

Die
  – Width of the die: 67.47 µm
  – Fraction of the core area occupied by cells at floorplan: 52.82%
  – Floorplan die area: 4552 µm²
  – Count of standard-cell rows: 23
  – Top-Level Pins: 103
  – Die Y: 67.47 µm
  – Total core area: 4058 µm²

Routing
  – DRT Pass-1 Iters: 4
  – Count of nets left with antenna violations after detail routing: 0
  – DR vias: 2049
  – Routed Wire Length: 5.282 mm
  – Post-detailed-route DRC marker count: 0
  – Top sig layer: met3
  – Iter 0 DRT Violations: 72
  – Met3 wire length: 451 µm
  – Wire length per cell after detailed routing: 13.72 µm
  – Routed metal-1 wire length: 2.416 mm
  – Sum of met2 wire segment lengths after detailed routing: 2.414 mm
  – Detail-routed via count per cell: 5.322
  – Number of antenna cells inserted: 0

Global route
  – Initial antenna violation count: 0
  – Total global-route track usage: 25.43%
  – Global-route wire length before repair: 8.700 mm
  – Overflow left after global routing: 0
  – Vias in the first global route: 1925
  – Largest net degree at the start of global routing: 35

Hold path
  – Hold Path Depth: 4
  – Type of the most critical hold path: input port to primary output
  – Startpoint of the lowest-slack hold path: reset
  – Worst Hold Endpoint: dataout[31]

Run
  – Maximum capacitance violations: 0
  – Tool warning count: 36

Final timing
  – Max-Slew Margin vs Limit: 47.02%
  – Pins Over Slew Limit: 0
  – Setup-violating endpoint count in the final report: 18
  – Final critical-path share of the clock period: 158.1%
  – Worst hold margin: 4.808 ns
  – Count of endpoints failing hold in the final timing report: 0
  – Final worst path period need: 15.81 ns
  – Transition at the pin with the smallest max-transition slack: 0.7930 ns
  – Unrepaired setup endpoints after global routing: yes
  – Peak clock frequency supported by timing: 0.06326 GHz
  – Post-layout worst setup margin: -5.807 ns

Power and ir drop
  – Power per unit of standard cell area: 46.07 nW/µm²
  – Leakage power: 1.132 nW
  – Maximum resistive drop on vdd: 0.03558 mV

Run status
  – Violations in the final reports: negative setup slack
  – Status: complete, but fails checks

Clocking
  – Hold Buf Count CTS: 0
[power breakdown]
| part | internal (mW) | switching, mW | total, mW |
|---|---|---|---|
| logic | 0.0837 | 0.0696 | 0.153 |
| registers | 0 | 0 | 0 |
| clock network | 0 | 0 | 0 |
[per-stage QoR]
| step | instances | TNS, ns | total power, mW |
|---|---|---|---|
| after global routing | 385 | -62.65 | 0.1726 |
| final | 385 | -56.94 | 0.1533 |
| after detailed placement | 384 | -71.19 | 0.1514 |
| after CTS | 384 | -66.41 | 0.1553 |
| after global placement | 384 | -70.80 | 0.1489 |
| after floorplan | 229 | -51.05 | 0.09495 |
[placed cells by master, fill, tap and decap left out]
master                            synthesis  routed
sky130_fd_sc_hd__clkdlybuf4s15_1          0       1
sky130_fd_sc_hd__a41o_4                   1       1
sky130_fd_sc_hd__clkdlybuf4s50_1          0      79
sky130_fd_sc_hd__mux2_4                   0       1
sky130_fd_sc_hd__nor3_1                   1       1
sky130_fd_sc_hd__xnor2_1                  6       5
sky130_fd_sc_hd__inv_1                    8       4
sky130_fd_sc_hd__xnor2_2                  0       1
sky130_fd_sc_hd__nor2_4                   1       1
sky130_fd_sc_hd__a21oi_2                 30      30
sky130_fd_sc_hd__mux2i_1                  1       1
sky130_fd_sc_hd__maj3_1                   2       2
sky130_fd_sc_hd__fa_2                     0      30
sky130_fd_sc_hd__inv_2                    0       4
sky130_fd_sc_hd__buf_4                   11      27
sky130_fd_sc_hd__nor2b_4                  1       1
sky130_fd_sc_hd__o22ai_1                  1       1
sky130_fd_sc_hd__nand3b_1                 4       4
sky130_fd_sc_hd__maj3_2                  29      29
sky130_fd_sc_hd__o21ai_0                  1       1
sky130_fd_sc_hd__nand3_2                  0      16
sky130_fd_sc_hd__a21oi_1                  1       1
sky130_fd_sc_hd__and2b_1                  1       1
sky130_fd_sc_hd__nor3b_4                  0       1
sky130_fd_sc_hd__buf_6                    6       2
sky130_fd_sc_hd__dlygate4sd2_1            0       1
sky130_fd_sc_hd__xor2_1                  27      27
sky130_fd_sc_hd__nand3_1                 58      42
sky130_fd_sc_hd__buf_2                    7      20
[kinds of logic after synthesis]
family	after synthesis	share of synthesized area (%)
mux	2	0.9924
xor+xnor	33	13.49
fa+ha+maj	61	44.19
compound gates	34	14.01
simple gates	67	17.28
buf+inv	32	10.04
[how the worst max path moves through the flow]
stage	slack, ns	from	end	cells after the start
6_report	-5.81	b[0]	dataout[31]	40
5_1_grt	-6.21	b[0]	dataout[31]	40
4_1_cts	-6.45	b[0]	dataout[31]	40
[final cells by class]
class	instances	area (µm²)	share of cell area (%)
inverter	8	30.03	0.9023
multi-input combinational	197	2101	63.12
tap	50	62.56	1.880
timing repair buffer	130	1135	34.10
[cells in the mapped netlist]
library cell,instances
sky130_fd_sc_hd__a21oi_1,1
sky130_fd_sc_hd__a21oi_2,30
sky130_fd_sc_hd__a41o_4,1
sky130_fd_sc_hd__and2b_1,1
sky130_fd_sc_hd__buf_2,7
sky130_fd_sc_hd__buf_4,11
sky130_fd_sc_hd__buf_6,6
sky130_fd_sc_hd__fa_1,30
sky130_fd_sc_hd__inv_1,8
sky130_fd_sc_hd__maj3_1,2
sky130_fd_sc_hd__maj3_2,29
sky130_fd_sc_hd__mux2_2,1
sky130_fd_sc_hd__mux2i_1,1
sky130_fd_sc_hd__nand3_1,58
sky130_fd_sc_hd__nand3b_1,4
sky130_fd_sc_hd__nor2_4,1
sky130_fd_sc_hd__nor2b_4,1
sky130_fd_sc_hd__nor3_1,1
sky130_fd_sc_hd__nor3b_2,1
sky130_fd_sc_hd__o21ai_0,1
sky130_fd_sc_hd__o22ai_1,1
sky130_fd_sc_hd__xnor2_1,6
sky130_fd_sc_hd__xor2_1,27
[per-layer routing]
metal / GRT usage (%) / up-vias
met5: 0 / -
met4: 0.2660 / 0
met3: 4.966 / 0
met2: 39.23 / 78
met1: 40.46 / 964
li1: - / 1007
[critical path: cells and delay by family]
family	cells	cell delay, ns
adder cells (fa/ha/maj)	30	10.64
buffers and inverters	6	0.43
multiplexers	1	0.29
XOR/XNOR	2	0.26
AND-OR/OR-AND	1	0.14
[timing repair]
item,CTS,global route
endpoints found under the setup margin,20,20
setup buffers,0,1
resized,79,1
endpoints found under the hold margin,0,0
pin swaps,51,47
Power is estimated from default activity; no workload was simulated.
