<file path="flow/config.mk">
export PLATFORM = sky130hd
export DESIGN_NAME = Shifter
export DESIGN_NICKNAME = Shifter
export VERILOG_FILES = /design/flow/design.v
export SDC_FILE = /design/flow/constraint.sdc
export NUM_CORES = 4
export LEC_CHECK = 1
export CORE_AREA = 10 10 107 107
export DIE_AREA = 0 0 117 117
</file>
<file path="flow/design.v">
`timescale 1ns/1ns
module Mux2_1( org, adv, sel, out ) ;
input org, adv, sel ;
output wire out ;
assign out = ( sel == 1 ) ? adv : org ;
endmodule 
`timescale 1ns/1ns
module Shifter( a, b, Signal, out, reset);
input reset ;
input [5:0] Signal;
input [31:0] a ;
input [31:0] b ;
output wire[31:0] out ;
wire [4:0] sel ;
assign sel = b ;
wire [31:0] lv1 ;
wire [31:0] lv2 ;
wire [31:0] lv3 ;
wire [31:0] lv4 ;
wire [31:0] lv5 ;
Mux2_1 lv1_1( a[31], a[30], sel[0], lv1[31] ) ;
Mux2_1 lv1_2( a[30], a[29], sel[0], lv1[30] ) ;
Mux2_1 lv1_3( a[29], a[28], sel[0], lv1[29] ) ;
Mux2_1 lv1_4( a[28], a[27], sel[0], lv1[28] ) ;
Mux2_1 lv1_5( a[27], a[26], sel[0], lv1[27] ) ;
Mux2_1 lv1_6( a[26], a[25], sel[0], lv1[26] ) ;
Mux2_1 lv1_7( a[25], a[24], sel[0], lv1[25] ) ;
Mux2_1 lv1_8( a[24], a[23], sel[0], lv1[24] ) ;
Mux2_1 lv1_9( a[23], a[22], sel[0], lv1[23] ) ;
Mux2_1 lv1_10( a[22], a[21], sel[0], lv1[22] ) ;
Mux2_1 lv1_11( a[21], a[20], sel[0], lv1[21] ) ;
Mux2_1 lv1_12( a[20], a[19], sel[0], lv1[20] ) ;
Mux2_1 lv1_13( a[19], a[18], sel[0], lv1[19] ) ;
Mux2_1 lv1_14( a[18], a[17], sel[0], lv1[18] ) ;
Mux2_1 lv1_15( a[17], a[16], sel[0], lv1[17] ) ;
Mux2_1 lv1_16( a[16], a[15], sel[0], lv1[16] ) ;
Mux2_1 lv1_17( a[15], a[14], sel[0], lv1[15] ) ;
Mux2_1 lv1_18( a[14], a[13], sel[0], lv1[14] ) ;
Mux2_1 lv1_19( a[13], a[12], sel[0], lv1[13] ) ;
Mux2_1 lv1_20( a[12], a[11], sel[0], lv1[12] ) ;
Mux2_1 lv1_21( a[11], a[10], sel[0], lv1[11] ) ;
Mux2_1 lv1_22( a[10], a[9], sel[0], lv1[10] ) ;
Mux2_1 lv1_23( a[9], a[8], sel[0], lv1[9] ) ;
Mux2_1 lv1_24( a[8], a[7], sel[0], lv1[8] ) ;
Mux2_1 lv1_25( a[7], a[6], sel[0], lv1[7] ) ;
Mux2_1 lv1_26( a[6], a[5], sel[0], lv1[6] ) ;
Mux2_1 lv1_27( a[5], a[4], sel[0], lv1[5] ) ;
Mux2_1 lv1_28( a[4], a[3], sel[0], lv1[4] ) ;
Mux2_1 lv1_29( a[3], a[2], sel[0], lv1[3] ) ;
Mux2_1 lv1_30( a[2], a[1], sel[0], lv1[2] ) ;
Mux2_1 lv1_31( a[1], a[0], sel[0], lv1[1] ) ;
Mux2_1 lv1_32( a[0], 1'b0, sel[0], lv1[0] ) ;
Mux2_1 lv2_1( lv1[31], lv1[29], sel[1], lv2[31] ) ;
Mux2_1 lv2_2( lv1[30], lv1[28], sel[1], lv2[30] ) ;
Mux2_1 lv2_3( lv1[29], lv1[27], sel[1], lv2[29] ) ;
Mux2_1 lv2_4( lv1[28], lv1[26], sel[1], lv2[28] ) ;
Mux2_1 lv2_5( lv1[27], lv1[25], sel[1], lv2[27] ) ;
Mux2_1 lv2_6( lv1[26], lv1[24], sel[1], lv2[26] ) ;
Mux2_1 lv2_7( lv1[25], lv1[23], sel[1], lv2[25] ) ;
Mux2_1 lv2_8( lv1[24], lv1[22], sel[1], lv2[24] ) ;
Mux2_1 lv2_9( lv1[23], lv1[21], sel[1], lv2[23] ) ;
Mux2_1 lv2_10( lv1[22], lv1[20], sel[1], lv2[22] ) ;
Mux2_1 lv2_11( lv1[21], lv1[19], sel[1], lv2[21] ) ;
Mux2_1 lv2_12( lv1[20], lv1[18], sel[1], lv2[20] ) ;
Mux2_1 lv2_13( lv1[19], lv1[17], sel[1], lv2[19] ) ;
Mux2_1 lv2_14( lv1[18], lv1[16], sel[1], lv2[18] ) ;
Mux2_1 lv2_15( lv1[17], lv1[15], sel[1], lv2[17] ) ;
Mux2_1 lv2_16( lv1[16], lv1[14], sel[1], lv2[16] ) ;
Mux2_1 lv2_17( lv1[15], lv1[13], sel[1], lv2[15] ) ;
Mux2_1 lv2_18( lv1[14], lv1[12], sel[1], lv2[14] ) ;
Mux2_1 lv2_19( lv1[13], lv1[11], sel[1], lv2[13] ) ;
Mux2_1 lv2_20( lv1[12], lv1[10], sel[1], lv2[12] ) ;
Mux2_1 lv2_21( lv1[11], lv1[9], sel[1], lv2[11] ) ;
Mux2_1 lv2_22( lv1[10], lv1[8], sel[1], lv2[10] ) ;
Mux2_1 lv2_23( lv1[9], lv1[7], sel[1], lv2[9] ) ;
Mux2_1 lv2_24( lv1[8], lv1[6], sel[1], lv2[8] ) ;
Mux2_1 lv2_25( lv1[7], lv1[5], sel[1], lv2[7] ) ;
Mux2_1 lv2_26( lv1[6], lv1[4], sel[1], lv2[6] ) ;
Mux2_1 lv2_27( lv1[5], lv1[3], sel[1], lv2[5] ) ;
Mux2_1 lv2_28( lv1[4], lv1[2], sel[1], lv2[4] ) ;
Mux2_1 lv2_29( lv1[3], lv1[1], sel[1], lv2[3] ) ;
Mux2_1 lv2_30( lv1[2], lv1[0], sel[1], lv2[2] ) ;
Mux2_1 lv2_31( lv1[1], 1'b0, sel[1], lv2[1] ) ;
Mux2_1 lv2_32( lv1[0], 1'b0, sel[1], lv2[0] ) ;
Mux2_1 lv3_1( lv2[31], lv2[27], sel[2], lv3[31] ) ;
Mux2_1 lv3_2( lv2[30], lv2[26], sel[2], lv3[30] ) ;
Mux2_1 lv3_3( lv2[29], lv2[25], sel[2], lv3[29] ) ;
Mux2_1 lv3_4( lv2[28], lv2[24], sel[2], lv3[28] ) ;
Mux2_1 lv3_5( lv2[27], lv2[23], sel[2], lv3[27] ) ;
Mux2_1 lv3_6( lv2[26], lv2[22], sel[2], lv3[26] ) ;
Mux2_1 lv3_7( lv2[25], lv2[21], sel[2], lv3[25] ) ;
Mux2_1 lv3_8( lv2[24], lv2[20], sel[2], lv3[24] ) ;
Mux2_1 lv3_9( lv2[23], lv2[19], sel[2], lv3[23] ) ;
Mux2_1 lv3_10( lv2[22], lv2[18], sel[2], lv3[22] ) ;
Mux2_1 lv3_11( lv2[21], lv2[17], sel[2], lv3[21] ) ;
Mux2_1 lv3_12( lv2[20], lv2[16], sel[2], lv3[20] ) ;
Mux2_1 lv3_13( lv2[19], lv2[15], sel[2], lv3[19] ) ;
Mux2_1 lv3_14( lv2[18], lv2[14], sel[2], lv3[18] ) ;
Mux2_1 lv3_15( lv2[17], lv2[13], sel[2], lv3[17] ) ;
Mux2_1 lv3_16( lv2[16], lv2[12], sel[2], lv3[16] ) ;
Mux2_1 lv3_17( lv2[15], lv2[11], sel[2], lv3[15] ) ;
Mux2_1 lv3_18( lv2[14], lv2[10], sel[2], lv3[14] ) ;
Mux2_1 lv3_19( lv2[13], lv2[9], sel[2], lv3[13] ) ;
Mux2_1 lv3_20( lv2[12], lv2[8], sel[2], lv3[12] ) ;
Mux2_1 lv3_21( lv2[11], lv2[7], sel[2], lv3[11] ) ;
Mux2_1 lv3_22( lv2[10], lv2[6], sel[2], lv3[10] ) ;
Mux2_1 lv3_23( lv2[9], lv2[5], sel[2], lv3[9] ) ;
Mux2_1 lv3_24( lv2[8], lv2[4], sel[2], lv3[8] ) ;
Mux2_1 lv3_25( lv2[7], lv2[3], sel[2], lv3[7] ) ;
Mux2_1 lv3_26( lv2[6], lv2[2], sel[2], lv3[6] ) ;
Mux2_1 lv3_27( lv2[5], lv2[1], sel[2], lv3[5] ) ;
Mux2_1 lv3_28( lv2[4], lv2[0], sel[2], lv3[4] ) ;
Mux2_1 lv3_29( lv2[3], 1'b0,sel[2], lv3[3] ) ;
Mux2_1 lv3_30( lv2[2], 1'b0, sel[2], lv3[2] ) ;
Mux2_1 lv3_31( lv2[1], 1'b0, sel[2], lv3[1] ) ;
Mux2_1 lv3_32( lv2[0], 1'b0, sel[2], lv3[0] ) ;
Mux2_1 lv4_1( lv3[31], lv3[23], sel[3], lv4[31] ) ;
Mux2_1 lv4_2( lv3[30], lv3[22], sel[3], lv4[30] ) ;
Mux2_1 lv4_3( lv3[29], lv3[21], sel[3], lv4[29] ) ;
Mux2_1 lv4_4( lv3[28], lv3[20], sel[3], lv4[28] ) ;
Mux2_1 lv4_5( lv3[27], lv3[19], sel[3], lv4[27] ) ;
Mux2_1 lv4_6( lv3[26], lv3[18], sel[3], lv4[26] ) ;
Mux2_1 lv4_7( lv3[25], lv3[17], sel[3], lv4[25] ) ;
Mux2_1 lv4_8( lv3[24], lv3[16], sel[3], lv4[24] ) ;
Mux2_1 lv4_9( lv3[23], lv3[15], sel[3], lv4[23] ) ;
Mux2_1 lv4_10( lv3[22], lv3[14], sel[3], lv4[22] ) ;
Mux2_1 lv4_11( lv3[21], lv3[13], sel[3], lv4[21] ) ;
Mux2_1 lv4_12( lv3[20], lv3[12], sel[3], lv4[20] ) ;
Mux2_1 lv4_13( lv3[19], lv3[11], sel[3], lv4[19] ) ;
Mux2_1 lv4_14( lv3[18], lv3[10], sel[3], lv4[18] ) ;
Mux2_1 lv4_15( lv3[17], lv3[9], sel[3], lv4[17] ) ;
Mux2_1 lv4_16( lv3[16], lv3[8], sel[3], lv4[16] ) ;
Mux2_1 lv4_17( lv3[15], lv3[7], sel[3], lv4[15] ) ;
Mux2_1 lv4_18( lv3[14], lv3[6], sel[3], lv4[14] ) ;
Mux2_1 lv4_19( lv3[13], lv3[5], sel[3], lv4[13] ) ;
Mux2_1 lv4_20( lv3[12], lv3[4], sel[3], lv4[12] ) ;
Mux2_1 lv4_21( lv3[11], lv3[3], sel[3], lv4[11] ) ;
Mux2_1 lv4_22( lv3[10], lv3[2], sel[3], lv4[10] ) ;
Mux2_1 lv4_23( lv3[9], lv3[1], sel[3], lv4[9] ) ;
Mux2_1 lv4_24( lv3[8], lv3[0], sel[3], lv4[8] ) ;
Mux2_1 lv4_25( lv3[7], 1'b0, sel[3], lv4[7] ) ;
Mux2_1 lv4_26( lv3[6], 1'b0, sel[3], lv4[6] ) ;
Mux2_1 lv4_27( lv3[5], 1'b0, sel[3], lv4[5] ) ;
Mux2_1 lv4_28( lv3[4], 1'b0, sel[3], lv4[4] ) ;
Mux2_1 lv4_29( lv3[3], 1'b0, sel[3], lv4[3] ) ;
Mux2_1 lv4_30( lv3[2], 1'b0, sel[3], lv4[2] ) ;
Mux2_1 lv4_31( lv3[1], 1'b0, sel[3], lv4[1] ) ;
Mux2_1 lv4_32( lv3[0], 1'b0, sel[3], lv4[0] ) ;
Mux2_1 lv5_1( lv4[31], lv4[15], sel[4], lv5[31] ) ;
Mux2_1 lv5_2( lv4[30], lv4[14], sel[4], lv5[30] ) ;
Mux2_1 lv5_3( lv4[29], lv4[13], sel[4], lv5[29] ) ;
Mux2_1 lv5_4( lv4[28], lv4[12], sel[4], lv5[28] ) ;
Mux2_1 lv5_5( lv4[27], lv4[11], sel[4], lv5[27] ) ;
Mux2_1 lv5_6( lv4[26], lv4[10], sel[4], lv5[26] ) ;
Mux2_1 lv5_7( lv4[25], lv4[9], sel[4], lv5[25] ) ;
Mux2_1 lv5_8( lv4[24], lv4[8], sel[4], lv5[24] ) ;
Mux2_1 lv5_9( lv4[23], lv4[7], sel[4], lv5[23] ) ;
Mux2_1 lv5_10( lv4[22], lv4[6], sel[4], lv5[22] ) ;
Mux2_1 lv5_11( lv4[21], lv4[5], sel[4], lv5[21] ) ;
Mux2_1 lv5_12( lv4[20], lv4[4], sel[4], lv5[20] ) ;
Mux2_1 lv5_13( lv4[19], lv4[3], sel[4], lv5[19] ) ;
Mux2_1 lv5_14( lv4[18], lv4[2], sel[4], lv5[18] ) ;
Mux2_1 lv5_15( lv4[17], lv4[1], sel[4], lv5[17] ) ;
Mux2_1 lv5_16( lv4[16], lv4[0], sel[4], lv5[16] ) ;
Mux2_1 lv5_17( lv4[15], 1'b0, sel[4], lv5[15] ) ;
Mux2_1 lv5_18( lv4[14], 1'b0, sel[4], lv5[14] ) ;
Mux2_1 lv5_19( lv4[13], 1'b0, sel[4], lv5[13] ) ;
Mux2_1 lv5_20( lv4[12], 1'b0, sel[4], lv5[12] ) ;
Mux2_1 lv5_21( lv4[11], 1'b0, sel[4], lv5[11] ) ;
Mux2_1 lv5_22( lv4[10], 1'b0, sel[4], lv5[10] ) ;
Mux2_1 lv5_23( lv4[9], 1'b0, sel[4], lv5[9] ) ;
Mux2_1 lv5_24( lv4[8], 1'b0, sel[4], lv5[8] ) ;
Mux2_1 lv5_25( lv4[7], 1'b0, sel[4], lv5[7] ) ;
Mux2_1 lv5_26( lv4[6], 1'b0, sel[4], lv5[6] ) ;
Mux2_1 lv5_27( lv4[5], 1'b0, sel[4], lv5[5] ) ;
Mux2_1 lv5_28( lv4[4], 1'b0, sel[4], lv5[4] ) ;
Mux2_1 lv5_29( lv4[3], 1'b0, sel[4], lv5[3] ) ;
Mux2_1 lv5_30( lv4[2], 1'b0, sel[4], lv5[2] ) ;
Mux2_1 lv5_31( lv4[1], 1'b0, sel[4], lv5[1] ) ;
Mux2_1 lv5_32( lv4[0], 1'b0, sel[4], lv5[0] ) ;
assign out = ( reset == 1'b1 ) ? 0 : lv5 ;
endmodule 
</file>
<file path="flow/run.sh">
#!/bin/bash
# OpenROAD 26Q1-2900-gdf79404cd8, Yosys 0.63+post, stock flow scripts
make -C /OpenROAD-flow-scripts/flow DESIGN_CONFIG=/design/flow/config.mk WORK_HOME=/design/flow/orfs finish
</file>
<file path="flow/constraint.sdc">
current_design Shifter

set clk_period 2.7
set clk_io_pct 0.2

create_clock -name clk0 -period $clk_period

set non_clock_inputs [all_inputs -no_clocks]
set_input_delay [expr $clk_period * $clk_io_pct] -clock clk0 $non_clock_inputs
set_output_delay [expr $clk_period * $clk_io_pct] -clock clk0 [all_outputs]
</file>
==> results.yml <==
# yosys + openroad results
run_status:
  outcome: "finished with violations"
  failed_checks: "negative setup slack"
route:
  viasPerCell: 5.09
  firstDrtPassIters: 4
  ant_nets: 0
  drt-wirelength-per-cell_um: 16.9
  vias: 2625
  drc_errors: 0
  drt_wl_total_um: 8720
  dr.first_iter.drc_count: 126
global_routing:
  grt_overflow_total: 0
  grt_pass1_wl_um: 13900
  track_usage_pct: 12.6
  grt_antenna_before_repair: 1
  grt_max_degree: 16
  grt_pass1_vias: 2728
synth:
  synthCells: 245
  syn_avg_cell_area_um2: 7.95
  yosys_area_um2: 1950
  top_cell_area_share_pct: 15.0
  netlist_area_um2: 1950
  yosysWarnings: 0
  area_leaders: "mux4_2 (15%), mux2i_1 (12%), mux2_2 (11%)"
  synth_top_cell_by_area: "mux4_2"
  ys_cells: 245
  post-synth-top-count-cell: "nor2_1"
  synth.distinct_cells: 51
  common_cells: "nor2_1 (35), mux2i_1 (23), nand2_1 (23), mux2_2 (19), clkbuf_1 (16)"
  yosysSeqAreaShare_pct: 0
layout:
  drive_gt1_share_pct: 57.4
  instances_no_fill: 516
  mi_logic_area_um2: 2070
  fillers: 862
  area_delta_synth_final_pct: 99.1
  flops: 0
  seq_area_um2: 0
  n_clock_buffer: 0
  finish.utilization_pct: 42.2
hold_path:
  hp-class: "input port to output pin"
final_timing:
  slew_violations: 0
  fmax_mhz: 359
  setup_ws_ns: -0.0840
  setup_violations: 6
  tightest_slew_ns: 0.320
  grt_setup_unrepaired: "yes"
  max_slew_margin_pct: 78.7
  hold_viol_final: 0
  period_used_pct: 103
  period_minus_slack_ns: 2.78
  whs_ns: 1.51
worst_setup_path:
  arrival_ns: 2.24
  critical_path.max_fanout: 8
  cp-start-kind: "input port"
  end_kind: "output pin"
  crit_required_ns: 2.16
  critical_path_class: "input port to output pin"
cts:
  cts_hold_buf: 0
floorplanning:
  die_w_um: 117
  fp_util_pct: 21.2
  pin_count: 103
  rows: 35
  dieArea_um2: 13700
  die_h_um: 117
  core_um2: 9200
place:
  dp.cells: 487
  post-place-ws_ns: -0.671
  hpwl_um: 6970
  gp_congestion: 0.926
  port_buffers: 70
power_and_ir_drop:
  ir_worst_vdd_mv: 0.0889
  p_leak_nw: 1.85
  powerDensity_nw_per_um2: 189
  power_w: 0.000732
flow_run:
  max_cap_viol_count: 0
  warnings: 67
==> where the power goes <==
| group | internal, W | switching [W] |
|---|---|---|
| sequential | 0 | 0 |
| combinational | 0.000421 | 0.000312 |
| clock | 0.0000000000495 | 0 |
| total | 0.000421 | 0.000312 |
==> through the flow <==
step	area [µm²]	setup TNS, ns
floorplan	1950	0
global placement	3320	-16.46
detailed placement	3320	-16.60
CTS	3740	-0.923
global route	3880	-0.593
finish	3880	-0.205
==> kinds of logic (layout without fill, tap and decap cells) <==
logic type,count (synthesis),in the layout,share of synthesized area (%)
AND/OR/NAND/NOR,85,85,19.8
multiplexers,65,65,47.3
AND-OR/OR-AND,62,62,23.7
buffers and inverters,33,192,9.25
other,0,1,0
==> layout make-up <==
class | count | share of cell area, %
timing repair buffer | 186 | 42.4
inverter | 6 | 0.581
antenna | 1 | 0.0645
multi-input combinational | 212 | 53.4
tap | 111 | 3.58
==> path summary, 6_finish.rpt <==
kind	start	to	slack, ns	cells after the start
min	reset	out[3]	1.51	4
max	b[1]	out[30]	-0.08	8
==> what timing repair did <==
action / in CTS / in global routing
resized: 161 / 66
setup endpoints to repair: 32 / 28
cloned: 3 / 0
setup buffers: 20 / 8
pin swaps: 29 / 21
==> placed cells by master, fill, tap and decap left out, types with 4 or more instances in the layout <==
master,instances
clkdlybuf4s15_1,11
mux2_2,6
nor3_1,4
dlymetal6s2s_1,6
a21oi_2,4
nand3b_1,4
nand2_1,21
buf_6,23
nor2_2,5
a211o_1,5
nor2_1,29
a21oi_1,4
buf_2,6
mux2i_2,8
clkbuf_2,13
mux4_2,16
nand2b_1,5
a211oi_2,5
o21ai_1,5
mux2_4,18
mux2i_1,13
o22ai_1,4
dlygate4sd2_1,27
buf_4,87
o21ai_2,4
clkdlybuf4s50_1,5
buf_12,4
==> critical path, stage by stage <==
cell and delay, ns:
buf_8 0.09, buf_12 0.12, buf_6 0.10, mux4_2 0.53, mux2i_4 0.21, o22ai_1 0.11
a211o_1 0.28, dlygate4sd2_1 0.25
==> metal layers <==
metal | global-route usage [%] | wire [µm]
met1 | 17.8 | 4030
met2 | 19.1 | 3740
met3 | 4.08 | 833
met5 | 0 | 0
met4 | 1.48 | 122
No activity file was given, so power comes from the tool's default toggle rates.
