==> /design/flow/design.v <==
`timescale 1ns/1ns
module MUX( ALUOut, HiOut, LoOut, Shifter, Signal, dataOut );
input [31:0] ALUOut ;
input [31:0] HiOut ;
input [31:0] LoOut ;
input [31:0] Shifter ;
input [5:0] Signal ;
output [31:0] dataOut ;
wire [31:0] temp ;
parameter AND = 6'b100100;
parameter OR  = 6'b100101;
parameter ADD = 6'b100000;
parameter SUB = 6'b100010;
parameter SLT = 6'b101010;
parameter SLL = 6'b000000;
parameter MULTU = 6'b011001;  
parameter MFHI = 6'b010000;
parameter MFLO = 6'b010010;
assign temp = ( Signal == AND ) ? ALUOut :
	      ( Signal == OR ) ? ALUOut :
	      ( Signal == ADD ) ? ALUOut :
	      ( Signal == SUB ) ? ALUOut :
	      ( Signal == SLT ) ? ALUOut :  
	      ( Signal == MFHI ) ? HiOut :
	      ( Signal == MFLO ) ? LoOut :
	      ( Signal == SLL ) ? Shifter : 0 ;
assign dataOut = temp ;
endmodule 
==> /design/flow/run.sh <==
#!/bin/bash
# OpenROAD 26Q1-2900-gdf79404cd8, Yosys 0.63+post, stock flow scripts
make -C /OpenROAD-flow-scripts/flow DESIGN_CONFIG=/design/flow/config.mk WORK_HOME=/design/flow/orfs finish
==> /design/flow/config.mk <==
export PLATFORM = sky130hd
export DESIGN_NAME = MUX
export DESIGN_NICKNAME = MUX
export VERILOG_FILES = /design/flow/design.v
export SDC_FILE = /design/flow/constraint.sdc
export NUM_CORES = 4
export LEC_CHECK = 1
export CORE_AREA = 10 10 94 94
export DIE_AREA = 0 0 104 104
==> /design/flow/constraint.sdc <==
current_design MUX

set clk_period 16.8
set clk_io_pct 0.2

create_clock -name clk0 -period $clk_period

set non_clock_inputs [all_inputs -no_clocks]
set_input_delay [expr $clk_period * $clk_io_pct] -clock clk0 $non_clock_inputs
set_output_delay [expr $clk_period * $clk_io_pct] -clock clk0 [all_outputs]
==> reports/README.md <==
| Result | Value |
| --- | --- |
| Highest-delay cell along the critical path | or4_4 |
| Antenna-violating nets left | 0 |
| Period utilization | 56.84% |
| Placed Cells | 470 |
| Cell occurring most often along the worst timing path | clkdlybuf4s50_1 |
| Fraction of final layout cells sized beyond drive strength 1 | 3.743% |
| DRC violations left | 0 |
| Routed length per instance | 18.99 µm |
| Crit start category | input port |
| Max incr delay on CP | 0.76 ns |
| Port Buf Inserts | 166 |
| Netlist area before placement | 1504 µm² |
| Setup violations, final | 0 |
| Horizontal die dimension | 104 µm |
| Result of the run | complete, no violations |
| Maximum clock rate | 104.7 MHz |
| Worst path depth | 6 |
| Endpoint of the most critical setup path | dataOut[23] |
| Core Density at Floorplan | 22.01% |
| CLK BUF | 0 |
| Drt first pass iters | 4 |
| Number of instances resized during post-cts repair | 0 |
| DIE AREA | 10820 µm² |
| Startpoint of the worst setup timing path | Signal[5] |
| Die height | 104 µm |
| First-pass GRT wire length | 14.01 mm |
| Max Transition Viols Final | 0 |
| Yosys warning tally | 0 |
| Pin count of the biggest net entering global routing | 67 |
| Final count of hold timing violations | 0 |
| Buffers inserted during post-CTS setup optimization | 0 |
| Hold buffers post-CTS | 0 |
| Worst hold path class | input port to output port |
| Vias in the first global route | 2338 |
| Cell type contributing the most total cell area after synthesis | a311oi_1 |
| Post-Layout Cell Count | 470 |
| Crit path kind | input port to output port |
| Fin crit period | 9.549 ns |
| Diode count | 0 |
| Top cells by instance count after synthesis | 35 x clkbuf_1, 33 x nor4_1 |
| Average instance area after synthesis | 6.164 µm² |
| Yosys cell count | 244 |
| Data arrival time at the worst-slack endpoint | 6.19 ns |
| Total of fill cells in the finished design | 693 |
| Final std cell area, no fill | 3142 µm² |
| Max-area cell share | 18.64% |
| Unique cell type count in the Yosys netlist | 15 |
| Final worst-path setup slack | 7.251 ns |
| Grt total ovfl | 0 |
| Leak | 1.009 nW |
| Antenna violations before repair | 0 |
| Power per standard cell area | 19.80 nW/µm² |
| Global-route total usage across every layer | 15.42% |
| Worst IR drop on VDD | 0.000006283 V |
| Total length of routed wires | 8.924 mm |
| Area occupied by registers | 0 µm² |
| Total of max-cap violations | 0 |
| Largest cells by area after synthesis | a311oi_1 19%, nor3b_1 16%, nor4_1 14% |
| P&R area growth vs syn | 108.9% |
| Most common cell in the synthesized netlist | clkbuf_1 |
| Number of rows created at floorplan | 30 |
| Critical path required time | 13.44 ns |
| Worst Setup Slack post-DPL | 7.248 ns |
| Buffer and inverter count on the worst path | 3 |
| Setup crit end kind | output port |
| Core area | 6832 µm² |
| Transition time of the tightest slew-check pin | 0.6165 ns |
| Total cell area at the placement stage | 3142 µm² |
| Area figure in the yosys stat output | 1504 µm² |
| Number of sequential cells | 0 |
| Biggest fanout along the worst timing path | 33 |
| Via-per-instance ratio | 5.177 |
| Fraction of the yosys area taken by sequential cells | 0% |
| Sequence of cells on the critical path | clkdlybuf4s50_1, or4_4, or2_1, buf_4, a311oi_1, clkdlybuf4s50_1 |
| I/O pin cnt | 166 |
| Gp weighted congestion | 0.7910 |
| Worst slew margin | 58.90% |
| Via count | 2433 |
| HPWL Detailed | 6.944 mm |
| Initial detailed-routing violation count | 115 |
| Number of logged tool warnings | 32 |
| Family with the most delay on the worst path | buffers and inverters |
| Unrepaired setup endpoints after global routing | no |
| Aggregate negative setup slack | 0 ns |
| Instance tally after logic synthesis | 244 |
[layout make-up]
cell class / count / area [µm²] / share of cell area [%]
repair buffers: 174 / 1712 / 54.48
multi-input cells: 200 / 1310 / 41.70
well taps: 96 / 120.1 / 3.823
[layout by cell type (no fill, tap or decap), drive strengths merged]
cell type | Yosys | layout
nor4 | 33 | 33
or4 | 1 | 1
o21ai | 32 | 32
clkdlybuf4s50 | 0 | 164
or3 | 1 | 1
a311oi | 32 | 32
mux2 | 1 | 1
buf | 9 | 10
nor3b | 32 | 32
and3 | 32 | 32
nor3 | 32 | 32
nand2b | 2 | 2
nor2b | 1 | 1
or2 | 1 | 1
[kinds of logic (layout without fill, tap and decap cells)]
| logic type | count (synthesis) | in the layout | share of synthesized area [%] |
|---|---|---|---|
| simple gates | 135 | 135 | 56.49 |
| compound gates | 64 | 64 | 29.28 |
| buf+inv | 44 | 174 | 13.48 |
| mux | 1 | 1 | 0.7487 |
[where the power goes]
group,total (mW),internal (mW),switching [mW],leakage (nW)
sequential,0,0,0,0
combinational,0.0622,0.0419,0.0203,1.01
clock,0,0,0,0
[routing by layer]
layer,up-vias,part of all wire (%),routed length [µm],GRT usage (%)
met1,1082,45,4028,20.53
met4,0,0.77,69,0.9940
met5,-,0,0,0
li1,1249,-,-,-
met3,4,7.0,622,3.133
met2,98,47,4204,26.04
[stage by stage]
stage | total power, mW | hold WS [ns] | util [%]
CTS | 0.06270 | 7.785 | 45.99
floorplan | 0.01921 | 6.870 | -
global placement | 0.06221 | 7.775 | 45.99
finish | 0.06221 | 7.773 | 45.99
detailed placement | 0.06222 | 7.785 | 45.99
global route | 0.06718 | 7.814 | 45.99
[worst min path at each step]
stage            start  cells past startpoint    endpoint
CTS           HiOut[0]                      4  dataOut[0]
finish        HiOut[0]                      4  dataOut[0]
global route  HiOut[2]                      4  dataOut[2]
Power figures rest on the tool's default switching activity, not on a simulated workload.
